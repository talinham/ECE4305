==> design.v <==
`timescale 1ns / 1ps
module fifo#(parameter ADDR_WIDTH = 3, DATA_WIDTH = 8)
    (
        input logic clk, reset,
        input logic wr, rd,
        input logic [(2*DATA_WIDTH) - 1: 0] w_data,       
        output logic [DATA_WIDTH - 1: 0] r_data,
        output logic full, empty
    );
    logic [ADDR_WIDTH : 0] w_addr;
    logic [ADDR_WIDTH -1 : 0] r_addr;
    reg_file #(.ADDR_WIDTH(ADDR_WIDTH), .DATA_WIDTH(DATA_WIDTH))
        r_file_unit (.w_en( wr & ~full), .*);
    fifo_ctrl #(.ADDR_WIDTH(ADDR_WIDTH))
        ctrl_unit (.*);          
endmodule
`timescale 1ns / 1ps
module fifo_ctrl
    #(parameter ADDR_WIDTH = 3)
    (
        input logic clk, reset,
        input logic wr, rd,
        output logic full, empty,
        output logic [ADDR_WIDTH : 0] w_addr,
        output logic [ADDR_WIDTH - 1 : 0] r_addr
    );
    logic [ADDR_WIDTH - 1 : 0] wr_ptr, wr_ptr_next;
    logic [ADDR_WIDTH - 1 : 0] rd_ptr, rd_ptr_next;
    logic full_next;
    logic empty_next;
    always_ff @(posedge clk, posedge reset)
    begin
        if(reset)
        begin
            wr_ptr <= 0;
            rd_ptr <= 0;
            full <= 1'b0;
            empty <= 1'b1;
        end
        else
        begin
            wr_ptr <= wr_ptr_next;
            rd_ptr <= rd_ptr_next;
            full <= full_next;
            empty <= empty_next;
        end
    end
    always_comb
    begin
        wr_ptr_next = wr_ptr;
        rd_ptr_next = rd_ptr;
        full_next = full;
        empty_next = empty;
        unique case({wr, rd})
            2'b01:  
            begin
                if (~empty)
                begin
                    rd_ptr_next = rd_ptr + 1;                 
                    full_next = 1'b0;
                    if (rd_ptr_next == wr_ptr )                
                        empty_next = 1'b1;
                    if (wr_ptr_next == rd_ptr)    
                        full_next = 1'b1;
                end                
            end
            2'b10:  
            begin
                if (~full)
                begin
                    wr_ptr_next = wr_ptr + 2;                                 
                    empty_next = 1'b0;
                    if (wr_ptr_next == rd_ptr || wr_ptr_next == rd_ptr -1 )   
                        full_next = 1'b1;
                end
            end
            2'b11:  
            begin
            empty_next = 1'b0;                  
                if(~full)                       
                begin
                    wr_ptr_next = wr_ptr + 2;  
                    if (~empty)                      
                        rd_ptr_next = rd_ptr + 1;
                    else
                        rd_ptr_next = rd_ptr;
                    if (wr_ptr_next == rd_ptr)    
                        full_next = 1'b1;
                end
            end
            default: ;  
        endcase       
    end
    assign w_addr = wr_ptr;
    assign r_addr = rd_ptr;
endmodule
`timescale 1ns / 1ps
module reg_file 
    #(parameter ADDR_WIDTH = 3, DATA_WIDTH = 8)
    (
        input logic clk,
        input logic w_en,
        input logic [ADDR_WIDTH - 1: 0] r_addr,  
        input logic [ADDR_WIDTH : 0] w_addr,  
        input logic [(2*DATA_WIDTH) - 1: 0] w_data,   
        output logic [DATA_WIDTH - 1: 0] r_data
    );
    logic [DATA_WIDTH - 1: 0] memory [0: 2 ** ADDR_WIDTH - 1];      
    logic [DATA_WIDTH - 1: 0] high_byte;                              
    logic [DATA_WIDTH - 1: 0] low_byte;                              
    assign {high_byte, low_byte} = w_data; 
    always_ff @(posedge clk)
    begin
        if (w_en)
        begin
            memory[w_addr] <= low_byte;
            memory[w_addr+1] <= high_byte;
        end
    end
    assign r_data = memory[r_addr];
endmodule
==> run.sh <==
#!/bin/bash
# OpenROAD 26Q1-2900-gdf79404cd8, Yosys 0.63+post, stock flow scripts
make -C /OpenROAD-flow-scripts/flow DESIGN_CONFIG=/design/flow/config.mk WORK_HOME=/design/flow/orfs finish
==> config.mk <==
export PLATFORM = sky130hd
export DESIGN_NAME = fifo
export DESIGN_NICKNAME = fifo
export VERILOG_FILES = /design/flow/design.v
export SDC_FILE = /design/flow/constraint.sdc
export NUM_CORES = 4
export LEC_CHECK = 1
export CORE_UTILIZATION = 30
==> constraint.sdc <==
current_design fifo

set clk_period 2.7
set clk_io_pct 0.2

create_clock -name clk0 -period $clk_period [get_ports {clk}]

set non_clock_inputs [all_inputs -no_clocks]
set_input_delay [expr $clk_period * $clk_io_pct] -clock clk0 $non_clock_inputs
set_output_delay [expr $clk_period * $clk_io_pct] -clock clk0 [all_outputs]
==> flow.log <==
[flow] summary of implementation run
[metrics] via count of the first global-routing pass: 1538
[metrics] Leak: 1.385 nW
[metrics] CP max-delay cell: sky130_fd_sc_hd__mux4_2
[metrics] vias after detailed routing: 1506
[metrics] fin area: 3769 um2
[metrics] floorplan row count: 35
[metrics] clock tree root buffer cell: sky130_fd_sc_hd__clkbuf_8
[metrics] initial antenna violation count: 0
[metrics] Fill cells: 870
[metrics] clock net sink count: 71
[metrics] category of the worst setup path capture point: output port
[metrics] Overflow after GRT: 0
[metrics] number of top-level design ports: 30
[metrics] via-per-instance ratio: 4.496
[metrics] portion of the post-synthesis area used by sequential elements: 71.39%
[metrics] max cap viols: 0
[metrics] Critical Path RT: 2.16 ns
[metrics] clock insertion delay at the later pin of the skew report: 0.34 ns
[metrics] violation tally from detailed-route iteration zero: 83
[metrics] clock transition at the register clock pins on the worst setup and hold paths after CTS: 0.08 ns
[metrics] number of levels in the clock H-tree: 3
[metrics] Worst path most repeated cell: sky130_fd_sc_hd__buf_4
[metrics] Yosys chip area: 2939 um2
[metrics] # Cells Yosys: 144
[metrics] Warnings, synthesis: 2
[metrics] power density over the cells: 1041 nW/um2
[metrics] cell area after synthesis: 2939 um2
[metrics] minimum setup slack after placement: 0.3374 ns
[metrics] ANT cells: 0
[metrics] CTS tree: done
[metrics] worst path setup slack after routing: 0.1057 ns
[metrics] critical path startpoint category: flip-flop
[metrics] number of routed nets with antenna violations: 0
[metrics] final cycle utilization of the critical path: 96.09%
[metrics] top logic cells by instance count in the layout: sky130_fd_sc_hd__edfxtp_1 (64), sky130_fd_sc_hd__clkdlybuf4s50_1 (21), sky130_fd_sc_hd__buf_4 (18), sky130_fd_sc_hd__mux4_2 (16), sky130_fd_sc_hd__clkbuf_8 (9)
[metrics] total core area: 9371 um2
[metrics] setup slack of the worst register-to-register path: 0.81 ns
[metrics] clock skew: 0.006381 ns
[metrics] worst-case hold slack: 0.4265 ns
[metrics] wire length per cell: 15.69 um
[metrics] IR Drop Worst-Case VDD: 0.3524 mV
[metrics] final WL: 5255 um
[metrics] per-instance average area after synthesis: 20.41 um2
[metrics] # hold bufs at CTS: 0
[metrics] final weighted congestion of routability-driven global placement: 0.8152
[metrics] final critical delay including setup and external delays: 2.594 ns
[metrics] count of buffers from port buffering: 29
[metrics] Layout area overhead: 28.22%
[metrics] DP HPWL: 3166 um
[metrics] area taken by multi-input logic gates: 762.0 um2
[metrics] class of the most critical hold timing path: in -> async
[metrics] drt pass-1 iters: 4
[metrics] die y size: 101.0 um
[metrics] kind of critical path: reg -> out
[metrics] worst rel slew slack: 66.23%
[metrics] achievable clock frequency: 385.5 MHz
[metrics] number of instances in the synthesized netlist: 144
[metrics] number of remaining DRC errors: 0
[metrics] worst-margin pin slew: 0.5055 ns
[metrics] RSZ-0062 raised after global routing: no
[metrics] Synth flops: 71
[metrics] number of hold-slack violations in the final timing report: 0
[metrics] outcome: finished clean
[metrics] cells traversed along the worst timing path: buf_12, buf_4, buf_4, mux4_2, mux2_4, dlymetal6s2s_1
[metrics] die outline area: 10200 um2
[metrics] die width: 101.0 um
[metrics] largest net degree at the start of global routing: 22
[metrics] worst path arrival time: 2.05 ns
[metrics] total CTS buffers: 9
[metrics] maximum buffer depth of the clock tree: 2
[metrics] layout cell share with drive strength beyond 1: 31.07%
[metrics] area post-placement: 3456 um2
[metrics] Init Core Util: 31.36%
[metrics] global-route wire length before repair: 7831 um
[metrics] Sequential cell area: 2100 um2
[metrics] OpenROAD warning count: 30
[metrics] number of max-slew violations in the final report: 0
[metrics] Top cell excl fill/tap: sky130_fd_sc_hd__edfxtp_1
[metrics] final setup violation count: 0
[metrics] Slowest Stage Delay on Critical Path: 0.47 ns
[metrics] total global-route track usage: 10.86%
[metrics] peak fanout along the critical path: 4
[metrics] number of library cell types mapped by synthesis: 24
-- kinds of logic after synthesis --
| kind of cell | after synthesis | share of synthesized area (%) |
|---|---|---|
| AND-OR/OR-AND | 10 | 2.171 |
| AND/OR/NAND/NOR | 14 | 2.469 |
| XOR/XNOR | 8 | 2.384 |
| buffers and inverters | 11 | 2.043 |
| adder cells (fa/ha/maj) | 6 | 2.554 |
| multiplexers | 24 | 16.99 |
| flip-flops | 71 | 71.39 |
-- sequential cells by signal, indices dropped and copies added, names as in the netlist --
signal / cells
ctrl_unit.wr_ptr: 2
r_file_unit.memory: 64
ctrl_unit.full: 1
ctrl_unit.empty: 1
ctrl_unit.rd_ptr: 3
-- cell type report --
type                    count  area share [%]
well taps                 129           4.283
repair buffers             51           13.81
inverters                   6          0.5976
clock buffers               9           3.287
clock inverters             7           2.092
flip-flops and latches     71           55.71
multi-input cells          62           20.22
-- worst max-delay path, delay by kind of cell, from the launching register on --
family,cells,cell delay (ns)
flops,1,0.44
mux,2,0.75
buf+inv,4,0.51
-- power breakdown --
group | internal (mW) | total, mW | switching [mW] | leakage (nW)
Combinational | 0.938 | 1.55 | 0.612 | 0.628
Sequential | 1.42 | 1.52 | 0.0933 | 0.664
Clock | 0.436 | 0.858 | 0.422 | 0.0929
Total | 2.80 | 3.92 | 1.13 | 1.39
-- cells in the mapped netlist --
library cell,number,share of area (%)
sky130_fd_sc_hd__edfxtp_1,64,65
sky130_fd_sc_hd__mux4_1,13,12
sky130_fd_sc_hd__mux2_2,8,3.1
sky130_fd_sc_hd__dfrtp_1,6,5.1
sky130_fd_sc_hd__ha_1,6,2.6
sky130_fd_sc_hd__inv_1,6,0.77
sky130_fd_sc_hd__xnor2_1,5,1.5
sky130_fd_sc_hd__and2_1,4,0.85
sky130_fd_sc_hd__nand2_1,4,0.51
sky130_fd_sc_hd__a21oi_1,3,0.51
sky130_fd_sc_hd__buf_2,3,0.51
sky130_fd_sc_hd__mux4_2,3,2.3
sky130_fd_sc_hd__o21ai_0,3,0.51
sky130_fd_sc_hd__xor2_1,3,0.89
sky130_fd_sc_hd__buf_6,2,0.77
sky130_fd_sc_hd__nor2_1,2,0.26
sky130_fd_sc_hd__nor2b_1,2,0.43
sky130_fd_sc_hd__a211o_1,1,0.30
sky130_fd_sc_hd__a211oi_1,1,0.26
sky130_fd_sc_hd__dfstp_2,1,0.89
sky130_fd_sc_hd__nand2b_1,1,0.21
sky130_fd_sc_hd__nor4_1,1,0.21
sky130_fd_sc_hd__o211ai_1,1,0.26
sky130_fd_sc_hd__o311a_1,1,0.34
-- metal layers --
layer,up-vias,track usage (%),wire length [um]
met3,11,5.712,345
met4,0,2.118,124
met2,50,14.49,2229
met5,-,0,0
met1,760,16.98,2556
li1,685,-,-
-- path summary, 6_finish.rpt --
path / startpoint / endpoint / depth (start not counted)
setup / recovery: ctrl_unit.rd_ptr[0] / r_data[2] / 6
hold / removal: reset / ctrl_unit.full / 2
setup reg to reg: ctrl_unit.rd_ptr[0] / ctrl_unit.full / 7
hold reg to reg: ctrl_unit.empty / ctrl_unit.empty / 2
max in group asynchronous: reset / ctrl_unit.empty / 2
min in group clk0: ctrl_unit.empty / ctrl_unit.empty / 2
-- stage by stage --
step / TNS [ns] / total power, mW / cells / util (%)
CTS: -0.2689 / 3.717 / 325 / 39.04
global placement: 0 / 2.839 / 309 / 36.88
global route: 0 / 4.166 / 335 / 40.21
floorplan: 0 / 2.319 / 144 / -
finish: 0 / 3.924 / 335 / 40.21
detailed placement: 0 / 2.845 / 309 / 36.88
-- timing repair --
item / 4_1_cts / 5_1_grt
cloned: 0 / 2
endpoints found under the setup margin: 8 / 8
resized: 0 / 30
buffers inserted: 0 / 8
No activity file was given, so power comes from the tool's default toggle rates.
