**constraint.sdc**
```tcl
current_design binary2BCD

set clk_period 8.8
set clk_io_pct 0.2

create_clock -name clk0 -period $clk_period

set non_clock_inputs [all_inputs -no_clocks]
set_input_delay [expr $clk_period * $clk_io_pct] -clock clk0 $non_clock_inputs
set_output_delay [expr $clk_period * $clk_io_pct] -clock clk0 [all_outputs]
```
**run.sh**
```bash
#!/bin/bash
# OpenROAD 26Q1-2900-gdf79404cd8, Yosys 0.63+post, stock flow scripts
make -C /OpenROAD-flow-scripts/flow DESIGN_CONFIG=/design/flow/config.mk WORK_HOME=/design/flow/orfs finish
```
**design.v**
```verilog
`timescale 1ns / 1ps
module binary2BCD
(
      input  logic [7:0] binary,
      output logic [3:0] ones,
      output logic [3:0] tens,
      output logic [3:0] hundreds
);
      integer i;
      always_comb 
      begin
        ones = 4'd0;
        tens = 4'd0;
        hundreds = 4'd0;
        for (i = 7; i >= 0; i = i - 1) 
        begin
          if (hundreds >= 5) hundreds = hundreds + 3;
          if (tens >= 5) tens = tens + 3;
          if (ones >= 5) ones = ones + 3;
          hundreds = hundreds << 1;
          hundreds[0] = tens[3];
          tens = tens << 1;
          tens[0] = ones[3];
          ones = ones << 1;
          ones[0] = binary[i];
        end
      end
endmodule
```
**config.mk**
```make
export PLATFORM = sky130hd
export DESIGN_NAME = binary2BCD
export DESIGN_NICKNAME = binary2BCD
export VERILOG_FILES = /design/flow/design.v
export SDC_FILE = /design/flow/constraint.sdc
export NUM_CORES = 4
export LEC_CHECK = 1
export CORE_AREA = 10 10 70 70
export DIE_AREA = 0 0 80 80
```
==> design notes <==
The run finished with clean final reports. The worst hold path passes through 0 cells. The placement report lists the number of port buffers as 16. The run gives 1 as the synthesis warning total. The detailed router finished its first iteration with 30 violations.

Looking at hold timing, the worst path starts from binary[0]. The largest voltage drop on the vdd net is 0.02787 mV, and the number of logged tool warnings is 35. The run gives 194 for the final standard cell count with taps included and fillers excluded.

In the Yosys report, the sequential cells make up 0% of the chip area. According to the dpl log, the detail-placed design has an HPWL of 1.806 mm. The I/O pin total is 20, and the flip-flop and latch count is 0. The first global-routing pass estimated 4.002 mm of wire.

Number of antenna violations at the first check in global routing: 0. Gate count of the mapped netlist: 135. A synthesized cell averages 7.053 sq um. Max-cap violations in this run came to 0.

The slowest stage of the critical path is the sky130_fd_sc_hd__clkdlybuf4s50_1 cell. The tools report the final-report hold violation count as 0. At the pin with the least slew margin, the transition time is 634.9 ps. The final setup slack of the worst path was 394.2 ps. Once placement completed, the tool counted placed cells totaling 194. Summed over all failing endpoints, the final setup total negative slack is 0 ps. The cell type with the highest aggregate area in the netlist is sky130_fd_sc_hd__ha_1. Among the stages of the critical path, the cell type that occurs most often is sky130_fd_sc_hd__ha_1.

Subtracting the final worst setup slack from the clock period gives 8406 ps. The timing report notes that buffer and inverter cells on the critical path total 5. The layout report lists the combined flip-flop and latch area as 0 sq um. The repair_antennas step left the layout with diodes totalling 0. The run gives 10.69% for the met1 track demand over resource in global routing. Synthesis instantiated 60 different standard cells from the library.

The worst setup path is launched from an input pin. Via count of the first global-routing pass: 908. Per the gpl log, the routability congestion estimate is 0.8492.

Hold repair after CTS inserted 0 buffers. Most frequent logic cell in the layout: sky130_fd_sc_hd__clkdlybuf4s50_1. The leakage power summed over all cells is 0.4946 nW, and the average vias per placed instance is 5.160. The final clock period utilization by the worst path is 95.52%. Yosys attributes the largest share of cell area to sky130_fd_sc_hd__ha_1 (12%), sky130_fd_sc_hd__nor2_1 (5.5%), sky130_fd_sc_hd__a21oi_1 (5.3%). Areal power density over the cells: 142.9 nW/um^2. The run gives 6.928% as the total routing usage reported by global routing.

The biggest cell delay along the critical path was 580 ps. Setup violations remaining at the end of the flow were counted as 0. On the critical path the largest part of the delay comes from simple AND/OR/NAND/NOR gates.

The arrival time of data at the critical path endpoint came out at 6650 ps. Setup repair after global routing left no endpoint under its margin. From left edge to right edge, the die measures 80 um.

For the met3 usage in global routing, the log shows 0.6818%. Per STA, the worst path is made up of clkdlybuf4s50_1, inv_1, ha_1, inv_1, ha_1, a21oi_2, xnor2_2, ha_1, and2b_1, or4_4, o2111ai_2, ha_2, or2b_2, and4_4, nor2_1, nand2_1, ha_1, a21o_1, nor2_1, a21oi_1, buf_4, a21o_1, a31oi_1, clkdlybuf4s50_1. The endpoint with the worst hold slack was ones[0]. For the fraction of met2 tracks used by global routing, the log shows 10.51%.

The logs give 56.84% for the relative slew slack and 0.0001661 W for the overall power consumption. In the post-route report, total wirelength is listed as 2.167 mm. The proportion of netlist area held by the largest area contributor works out to 11.83%. Per the post-place timing report, worst setup slack is 284.5 ps. The stat command in Yosys gives a chip area of 952.2 sq um. The average wire length per cell after detail routing was 11.17 um; the remaining global-route overflow was 0. Across all layers, the routed design uses 1001 vias. The run gives 0 as the final tally of max-slew violations. The run gives 13 for the maximum number of pins on one net before global-route repair.

Of all nets on the critical path, the largest fanout is 6. Class of the most critical setup path: in2out. The data required time reported for the critical path is 7040 ps. The cell row count was 21. Note that the worst hold path type here is in2out.

Of the cells placed in the final design, the portion with a size suffix greater than 1 is 15.54%. Capturing element type of the critical path: an output pin. The floorplan die area was 6400 sq um.

The tools report the residual DRC count as 0. The relative area change from synthesis to final layout came out at 22.08%. The tools report the number of filler instances in the final layout as 373. The run gives 0 for the clock buffer count. With the count of instantiated cells in the yosys netlist at 135, the highest clock rate is 119.0 MHz. For the final antenna-violating net count, the log shows 0. Before placement the cells fill 27.88% of the core. The core area is 3416 sq um.

From bottom edge to top edge, the die measures 80 um. The cell area that synthesis handed to floorplanning was 952.2 sq um. In the layout the commonest cells are sky130_fd_sc_hd__clkdlybuf4s50_1 (15), sky130_fd_sc_hd__nor2_1 (14), sky130_fd_sc_hd__a21oi_1 (10). The first detailed-routing pass ran for 4 iterations. Layer with the highest usage: met1.
## area by class of cell
type                            instances  area (sq um)  area share (%)
Tap cell                               46         57.56           4.952
Timing Repair Buffer                   19         185.2           15.93
Multi-Input combinational cell        120         885.9           76.21
Inverter                                9         33.78           2.906
## logic make-up after synthesis
| logic type | after synthesis | synth area share [%] |
|---|---|---|
| simple gates | 50 | 30.88 |
| mux | 5 | 5.650 |
| xor+xnor | 4 | 4.469 |
| buf+inv | 16 | 8.409 |
| fa+ha+maj | 9 | 11.83 |
| other cells | 1 | 0.3938 |
| compound gates | 50 | 38.37 |
## cells in the mapped netlist (all sizes together), types with 4 or more instances
master	n
nor2	14
nor3	4
nand3	4
nand2	7
inv	9
xnor2	4
mux2i	5
o21ai	11
ha	9
a21oi	11
buf	5
a21o	4
## power breakdown
group	internal, W	switching [W]
registers	0	0
clock network	0	0
logic	0.0000888	0.0000773
## how the worst max path moves through the flow
stage	start	to	slack, ps	cells past startpoint
4_1_cts	binary[5]	tens[1]	280	24
5_1_grt	binary[6]	tens[1]	20	24
6_report	binary[6]	tens[1]	390	24
## metrics by stage
step	util, %	area, sq um	hold slack (ps)
final	34.03	1162	3520
after global routing	34.03	1162	3520
after CTS	33.66	1150	3520
after detailed placement	33.66	1150	3520
after global placement	33.66	1150	3520
after floorplan	-	955.9	3586
## layer usage
| layer | vias up | share of wire (%) | routed length (um) |
|---|---|---|---|
| met1 | 452 | 50 | 1084 |
| met3 | 0 | 4.8 | 103 |
| met4 | 0 | 0 | 0 |
| met2 | 11 | 45 | 979 |
| li1 | 538 | - | - |
| met5 | - | 0 | 0 |
## repair_timing
item                                    CTS  global route
endpoints found under the setup margin    0             4
gates resized                             0             4
setup buffers                             0             0
Power is estimated from default activity; no workload was simulated.
